## /design/flow/run.sh

```bash
#!/bin/bash
# OpenROAD 26Q1-2900-gdf79404cd8, Yosys 0.63+post, stock flow scripts
make -C /OpenROAD-flow-scripts/flow DESIGN_CONFIG=/design/flow/config.mk WORK_HOME=/design/flow/orfs finish
```

## /design/flow/config.mk

```make
export PLATFORM = sky130hd
export DESIGN_NAME = signals
export DESIGN_NICKNAME = signals
export VERILOG_FILES = /design/flow/design.v
export SDC_FILE = /design/flow/constraint.sdc
export NUM_CORES = 4
export LEC_CHECK = 1
export CORE_AREA = 10 10 70 70
export DIE_AREA = 0 0 80 80
```

## /design/flow/constraint.sdc

```tcl
current_design signals

set clk_period 1.9
set clk_io_pct 0.2

create_clock -name clk0 -period $clk_period [get_ports {clk}]

set non_clock_inputs [all_inputs -no_clocks]
set_input_delay [expr $clk_period * $clk_io_pct] -clock clk0 $non_clock_inputs
set_output_delay [expr $clk_period * $clk_io_pct] -clock clk0 [all_outputs]
```

## /design/flow/design.v

```verilog
module signals (
  input clk,
  output [5:0] counter
);
  reg [5:0] counter = 0;
  always @(posedge clk) begin
    if (counter == 15)
      counter <= 0;
    else
      counter <= counter + 1;
  end
endmodule
```

==> results.sh <==
# flow metrics
export IMPL_result_of_the_run="finished clean"
export IMPL_critical_path_startpoint_type="flip-flop"
export IMPL_slowest_stage="sky130_fd_sc_hd__clkdlybuf4s50_1"
export IMPL_synth_cell_area_sq_um=219
export IMPL_postSynthCellCount=21
export IMPL_floorplan_initialDensity_pct=6.41
export IMPL_worst_skew_pair_late_latency_ps=240
export IMPL_remaining_drc_errors=0
export IMPL_postCtsHoldBufs=0
export IMPL_maximum_capacitance_violations=0
export IMPL_r2r_start="counter[0]$_SDFF_PN0_"
export IMPL_wl_per_cell_microns=6.57
export IMPL_hold_violations=0
export IMPL_path_delay_family="buffers and inverters"
export IMPL_design_power_total_mw=0.239
export IMPL_seq_area_sq_um=120
export IMPL_drt_first_pass_iters=3
export IMPL_report_final_slew_viol_count=0
export IMPL_setup_viol=0
export IMPL_largest_registers="counter: 6 flops"
export IMPL_cts_resized_gates=0
export IMPL_globalRouteOverflowTotal=0
export IMPL_cts_inserted_buffers=3
export IMPL_regMostFlops="counter"
export IMPL_power_share_sequential_pct=52.9
export IMPL_hold_crit_path_type="reg -> reg"
export IMPL_postPlaceCellArea_sq_um=337
export IMPL_worstSetupPathDepth=1
export IMPL_pin_count_of_the_biggest_net_entering_global_routing=6
export IMPL_yosysCellCount=21
export IMPL_place_detailed_instances=73
export IMPL_cts_tree="built"
export IMPL_p_leak_nw=0.127
export IMPL_tightest_slew_ps=248
export IMPL_routed_via_density=2.30
export IMPL_setup_tns_final_ps=0
export IMPL_p_int_mw=0.198
export IMPL_core_rowCount=21
export IMPL_via_count=177
export IMPL_place_gp_congestion=0.657
export IMPL_rsz0062_at_grt="false"
export IMPL_synth_ff_latch_count=6
export IMPL_cp_cell_sequence="clkdlybuf4s50_1"
export IMPL_post_dp_hpwl_microns=407
export IMPL_post_synth_top_area_cell="sky130_fd_sc_hd__dfxtp_1"
export IMPL_post_route_util_pct=10.6
export IMPL_die_area_sq_um=6400
export IMPL_first_global_vias=181
export IMPL_post_synth_main_area_contributors="sky130_fd_sc_hd__dfxtp_1 55%, sky130_fd_sc_hd__xor2_1 8.0%, sky130_fd_sc_hd__nand3_1 6.9%, sky130_fd_sc_hd__ha_1 5.7%, sky130_fd_sc_hd__nor3_2 4.6%"
export IMPL_layout_top_cells="6 x sky130_fd_sc_hd__dfxtp_1, 6 x sky130_fd_sc_hd__clkdlybuf4s50_1, 3 x sky130_fd_sc_hd__nand3_1, 3 x sky130_fd_sc_hd__clkbuf_4"
export IMPL_clockRootBuffer="sky130_fd_sc_hd__clkbuf_4"
export IMPL_fill_cells=401
export IMPL_maximum_clock_frequency_ghz=0.660
export IMPL_numPortBuffers=6
export IMPL_clkSinkCount=6
export IMPL_netSwitchingFraction_pct=17.3
export IMPL_drt_wl_total_microns=506
export IMPL_synth_cell_type_count=12
export IMPL_floorplan_die_height_microns=80
export IMPL_finalCriticalPeriod_ps=1520
export IMPL_ant_nets=0
export IMPL_drt_initial_drc_count=4
export IMPL_clock_power_share_pct=47.1
export IMPL_cp_slowest_stage_delay_ps=490
export IMPL_path_buffers=1
export IMPL_yosys_area_top_type_share_pct=54.9
export IMPL_finalCritPeriodShare_pct=79.8
export IMPL_p_switching_mw=0.0414
export IMPL_max_slew_margin_pct=83.4
export IMPL_post_cts_buffers=0
export IMPL_cts_max_level=1
export IMPL_setup_worst_path_start="counter[2]$_SDFF_PN0_"
export IMPL_tool_warnings=25
export IMPL_final_setup_skew_ps=3.11
export IMPL_largest_register_ffs=6
export IMPL_number_of_warnings_printed_during_yosys_synthesis=1
export IMPL_critical_path_required_ps=1520
export IMPL_die_x_microns=80
export IMPL_syn_mean_instance_area_sq_um=10.4
export IMPL_synth_seq_area_share_pct=54.9
export IMPL_worst_ir_drop_vdd_mv=0.121
export IMPL_boundaryPins=7
export IMPL_power_per_cell_area_nw_per_um2=661
export IMPL_critPathArrivalTime_ps=1140
export IMPL_setup_worst_path_end="counter[2]"
export IMPL_clk_pin_slew_ps=40
export IMPL_groute_usage_overall_pct=1.88
export IMPL_layout_drive_gt1_share_pct=13.3
export IMPL_ys_chip_area_sq_um=219
export IMPL_combPwrFrac_pct=0
export IMPL_timing_reg2reg_worst_path_depth=4
export IMPL_worst_path_max_fanout=5
export IMPL_worstReg2RegEnd="counter[3]$_SDFF_PN0_"
export IMPL_synthToLayoutAreaGrowth_pct=65.1
export IMPL_grt_pass1_wl_microns=876
export IMPL_cp_end_kind="primary output"
export IMPL_setup_worst_path_class="reg -> out"
export IMPL_final_design_area_no_fill_sq_um=362
export IMPL_layoutNonFillerInstCount=77
export IMPL_antenna_violations_before_repair=1
export IMPL_core_area_sq_um=3420
export IMPL_rrSetupSlack_ps=740
export IMPL_max_clock_path_buffers=2
export IMPL_logic_cell_area_sq_um=98.8
==> Yosys cell counts <==
cell                       count
sky130_fd_sc_hd__dfxtp_1       6
sky130_fd_sc_hd__xnor2_1       1
sky130_fd_sc_hd__nand3_1       3
sky130_fd_sc_hd__nor2_1        2
sky130_fd_sc_hd__ha_1          1
sky130_fd_sc_hd__xor2_1        2
sky130_fd_sc_hd__nand2_1       1
sky130_fd_sc_hd__nor2b_1       1
sky130_fd_sc_hd__and3_1        1
sky130_fd_sc_hd__nor3_2        1
sky130_fd_sc_hd__nand2b_1      1
sky130_fd_sc_hd__o21ai_0       1
==> power groups by stage <==
stage,Combinational [mW],Clock (mW),Sequential (mW)
after global routing,0.0000000654,0.133,0.126
after CTS,0.0000000654,0.117,0.126
final,0.0000000654,0.113,0.126
==> cell families after synthesis <==
logic type,Yosys count,synth area share [%]
AND-OR/OR-AND,1,2.28
XOR/XNOR,3,12.0
adder cells (fa/ha/maj),1,5.71
flip-flops,6,54.9
AND/OR/NAND/NOR,10,25.1
==> final cells by class <==
cell class,instances,share of cell area [%]
Multi-Input combinational cell,15,27.3
Timing Repair Buffer,6,16.6
Tap cell,46,15.9
Sequential cell,6,33.2
Antenna cell,1,0.692
Clock buffer,3,6.23
==> worst min path at each step <==
| stage | startpoint | end | cells after the start |
|---|---|---|---|
| final | counter[0]$_SDFF_PN0_ | counter[0]$_SDFF_PN0_ | 1 |
| after global routing | counter[0]$_SDFF_PN0_ | counter[0]$_SDFF_PN0_ | 1 |
| after CTS | counter[0]$_SDFF_PN0_ | counter[0]$_SDFF_PN0_ | 1 |
==> through the flow <==
step                      setup slack (ps)  hold slack (ps)
after floorplan                        926              426
after global placement                 617              458
after detailed placement               617              471
after CTS                              352              484
final                                  385              476
after global routing                   281              541
==> per-layer routing <==
layer | wire [microns] | share of wire, % | global-route usage, %
met1 | 201 | 40 | 2.13
met2 | 158 | 31 | 1.85
met3 | 147 | 29 | 2.95
met4 | 0 | 0 | 0
met5 | 0 | 0 | 0
==> worst register-to-register path: cells and delay by family, from the launching register on <==
family / cells / cell delay [ps]
adder cells (fa/ha/maj): 1 / 210
AND/OR/NAND/NOR: 3 / 450
flip-flops: 1 / 390
Power is estimated from default activity; no workload was simulated.
