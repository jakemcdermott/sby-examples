--- design/flow/design.v ---
`timescale 1ns / 1ps
module testbench;
  reg[7:0] a;
  reg[7:0] b;
  reg[3:0] op;
  wire[7:0] out;
  wire carry;
  reg [7:0] test_data;
  alu8bit uut (
    a,
    b,             
    op,
    out,
    carry
  );
  integer i;
  initial begin
    a = 8'h00;
    b = 4'h00;
    op = 4'h0;
    for (i = 0; i <= 15; i = i + 1) begin
      op = op + 8'h01;
      #10;
    end;
    a = 8'hF4;
    b = 8'h0B;
    op = 4'b1111;
    #10;
    test_data <= out;
    assert(test_data == 8'd0);
  end
endmodule
module alu8bit (
  input [7:0] a,
  input [7:0] b,          
  input [3:0] op,
  output [7:0] out,
  output carry
);
  reg [7:0] result;
  wire [8:0] carry8bit;
  always @(*) begin
    case(op)
      4'b0000:
        result = a + b; 
      4'b0001:
        result = a - b;
      4'b0010:
        result = a * b;
      4'b0011:
        result = a / b;
      4'b0100:
        result = a << 1;
      4'b0101:
        result = a >> 1;
      4'b0110:
        result = { a[6:0], a[7] };
      4'b0111:
        result = { a[0], a[7:1] };
      4'b1000:
        result = a & b;
      4'b1001:
        result = a | b;
      4'b1010:
        result = a ^ b;
      4'b1011:
        result = ~(a | b);
      4'b1100:
        result = ~(a & b);
      4'b1101:
        result = ~(a ^ b);
      4'b1110:
        result = (a > b) ? 8'd1 : 8'd0;
      4'b1111:
        result = (a == b) ? 8'd1 : 8'd0;
      default:
        result = a + b; 
    endcase
  end
  assign out = result;
  assign carry8bit = { 1'b0, a } + { 1'b0, b };
  assign carry = carry8bit[8];
endmodule
--- design/flow/run.sh ---
#!/bin/bash
# OpenROAD 26Q1-2900-gdf79404cd8, Yosys 0.63+post, stock flow scripts
make -C /OpenROAD-flow-scripts/flow DESIGN_CONFIG=/design/flow/config.mk WORK_HOME=/design/flow/orfs finish
--- design/flow/config.mk ---
export PLATFORM = sky130hd
export DESIGN_NAME = alu8bit
export DESIGN_NICKNAME = alu8bit
export VERILOG_FILES = /design/flow/design.v
export SDC_FILE = /design/flow/constraint.sdc
export NUM_CORES = 4
export LEC_CHECK = 1
export CORE_UTILIZATION = 40
--- design/flow/constraint.sdc ---
current_design alu8bit

set clk_period 16.1
set clk_io_pct 0.2

create_clock -name clk0 -period $clk_period

set non_clock_inputs [all_inputs -no_clocks]
set_input_delay [expr $clk_period * $clk_io_pct] -clock clk0 $non_clock_inputs
set_output_delay [expr $clk_period * $clk_io_pct] -clock clk0 [all_outputs]
==> flow.log <==
[report] implementation figures
INFO  metric outcome = finished, final reports clean
INFO  metric final_hold_violations = 0
INFO  metric port_buffers = 29
INFO  metric drc = 0
INFO  metric grt_pass1_wl = 21.2 mm
INFO  metric antenna_violating_nets_post_route = 0
INFO  metric floorplan.core_util = 0.415
INFO  metric layout_top_cell = buf_4
INFO  metric layout.cells.non_filler = 793
INFO  metric overflow = 0
INFO  metric finalHoldWorstSlack = 7.26 ns
INFO  metric flops = 0
INFO  metric design.portCount = 29
INFO  metric number_of_cell_rows = 36
INFO  metric post-synth-top-area-fraction = 0.243
INFO  metric synth.avg_cell_area = 7.13 um^2
INFO  metric total_leakage_power = 0.00249 uW
INFO  metric fp.coreArea = 9820 um^2
INFO  metric required = 12.88 ns
INFO  metric final-comb-area = 3930 um^2
INFO  metric grt_usage = 0.265
INFO  metric power.density_cell_area = 43.4 nW/um^2
INFO  metric route.detailed.wl_per_inst = 17.1 um
INFO  metric timing.max_cap.violations = 0
INFO  metric die_area = 10600 um^2
INFO  metric flop_area = 0 um^2
INFO  metric syn-instance-count = 571
INFO  metric cts_hold_buf = 0
INFO  metric post-route-worst-setup-slack = 0.554 ns
INFO  metric hold_path_startpoint = a[7]
INFO  metric fmax = 64.3 MHz
INFO  metric setup.worst_path.end_class = output port
INFO  metric gp_routability_congestion = 0.988
INFO  metric max_slew.worst_pin.slew = 0.638 ns
INFO  metric post_detail_place_hpwl = 10.4 mm
INFO  metric setup_viol = 0
INFO  metric syn-cell-area = 4070 um^2
INFO  metric n_clock_buffer = 0
INFO  metric finalCritPeriodShare = 0.966
INFO  metric antennaDiodeCount = 0
INFO  metric synth.lib_cells_used.distinct = 69
INFO  metric worst_path_largest_cell_delay = 0.38 ns
INFO  metric preCtsSetupSlack = -0.600 ns
INFO  metric post_route_cells_drive_above_1_share = 0.211
INFO  metric antenna_found_initial = 0
INFO  metric yosys.stat.chipArea = 4070 um^2
INFO  metric start_kind = input port
INFO  metric crit_fanout = 5
INFO  metric synth.yosys.seq_area_share = 0
INFO  metric slew_headroom = 0.574
INFO  metric tool_warnings = 52
INFO  metric worst_hold_path_type = in2out
INFO  metric vias = 4486
INFO  metric arrival = 12.33 ns
INFO  metric layout_top_cells_excl_fill_tap = buf_4, ha_1, nor2_1
INFO  metric synth-warning-count = 1
INFO  metric critical_path_s_slowest_cell = mux2_2
INFO  metric synth.largest_area_cell = ha_1
INFO  metric firstDrtPassIters = 5
INFO  metric numPlacedInstances = 779
INFO  metric die-height = 103 um
INFO  metric die_x = 103 um
INFO  metric min_tclk_post_route = 15.55 ns
INFO  metric worst-setup-path-type = in2out
INFO  metric worst_setup_path_start = b[3]
INFO  metric grt_max_degree = 45
INFO  metric vias_in_the_first_global_route = 4016
INFO  metric fillerInstances = 944
INFO  metric report.final.slew_viol_count = 0
INFO  metric power.ir.vdd_worst = 0.0172 mV
INFO  metric drt_first_iter_violations = 244
INFO  metric post_synth_main_area_contributors = ha_1, xnor2_1, fa_1
INFO  metric ys_cells = 571
INFO  metric route.detailed.vias_per_inst = 5.66
INFO  metric wirelength = 13.6 mm
INFO  metric syn2layout_area_growth = 29.7%
-- cells by family (layout without fill, tap and decap cells) --
logic type,Yosys count,after routing,synth area share
AND-OR/OR-AND,173,174,0.293
AND/OR/NAND/NOR,166,166,0.191
buffers and inverters,83,171,0.0768
XOR/XNOR,41,41,0.0882
adder cells (fa/ha/maj),93,93,0.312
multiplexers,15,15,0.0393
-- where the power goes --
group | internal (uW) | switching (uW) | total, uW
logic | 112 | 117 | 229
registers | 0 | 0 | 0
clock network | 0 | 0 | 0
-- layer usage --
metal | vias to the layer above | global-route usage | part of all wire
met2 | 181 | 0.402 | 0.43
met5 | - | 0 | 0
met1 | 2061 | 0.414 | 0.49
li1 | 2230 | - | -
met3 | 14 | 0.0283 | 0.071
met4 | 0 | 0.0390 | 0.015
-- critical path, delay by kind of cell --
family / cells / cell delay (ns)
AND-OR/OR-AND: 19 / 3.13
adder cells (fa/ha/maj): 7 / 1.99
buffers and inverters: 7 / 0.96
multiplexers: 5 / 1.50
AND/OR/NAND/NOR: 12 / 1.49
-- cell usage after synthesis (all sizes together) (5+ instances only) --
| cell | instances |
|---|---|
| ha | 79 |
| nor2 | 64 |
| inv | 55 |
| a21oi | 44 |
| o21ai | 35 |
| nand2 | 33 |
| xnor2 | 33 |
| clkbuf | 22 |
| nor3 | 18 |
| fa | 14 |
| a21o | 12 |
| nand2b | 10 |
| nand3 | 9 |
| o21a | 9 |
| mux2 | 8 |
| xor2 | 8 |
| a211oi | 7 |
| mux2i | 7 |
| nor2b | 7 |
| a22oi | 6 |
| and2 | 5 |
| buf | 5 |
| o211ai | 5 |
-- through the flow --
stage / area [um^2] / util / power (uW) / TNS [ns]
2_1_floorplan: 4070 / - / 140 / 0
3_3_place_gp: 4990 / 0.508 / 211 / -0.301
3_5_place_dp: 4990 / 0.508 / 213 / -0.600
4_1_cts: 5130 / 0.522 / 220 / 0
5_1_grt: 5280 / 0.538 / 255 / -0.0593
6_report: 5280 / 0.538 / 229 / 0
-- final timing paths --
check / to / slack, ns / cells past startpoint
setup / recovery: out[0] / 0.55 / 50
hold / removal: out[0] / 7.26 / 6
-- final cells by class --
type / instances / area share
inverter: 56 / 0.0398
timing repair buffer: 115 / 0.184
multi-input combinational: 489 / 0.744
tap: 133 / 0.0315
-- repair_timing --
| action | 4_1_cts | 5_1_grt |
|---|---|---|
| pin swaps | 12 | 28 |
| resized | 22 | 32 |
| gates cloned | 1 | 0 |
| setup buffers | 8 | 5 |
| setup endpoints to repair | 1 | 1 |
No activity file was given, so power comes from the tool's default toggle rates.
